--- ./run.sh ---
#!/bin/bash
# OpenROAD 26Q1-2900-gdf79404cd8, Yosys 0.63+post, stock flow scripts
make -C /OpenROAD-flow-scripts/flow DESIGN_CONFIG=/design/flow/config.mk WORK_HOME=/design/flow/orfs finish
--- ./config.mk ---
export PLATFORM = sky130hd
export DESIGN_NAME = AudDSP
export DESIGN_NICKNAME = AudDSP
export VERILOG_FILES = /design/flow/design.v
export SDC_FILE = /design/flow/constraint.sdc
export NUM_CORES = 4
export LEC_CHECK = 1
export CORE_UTILIZATION = 50
--- ./constraint.sdc ---
current_design AudDSP

set clk_period 39.0
set clk_io_pct 0.2

create_clock -name clk0 -period $clk_period [get_ports {i_daclrck}]

set non_clock_inputs [all_inputs -no_clocks]
set_input_delay [expr $clk_period * $clk_io_pct] -clock clk0 $non_clock_inputs
set_output_delay [expr $clk_period * $clk_io_pct] -clock clk0 [all_outputs]
--- ./design.v ---
parameter RSA_BIT_MAX = 10'd512;
parameter RSA_BIT_LOG2_MAX = 4'd9;
module AudDSP (
	input i_rst_n,
   input i_start,
	input i_pause,
	input i_stop,
	input[3:0] i_speed,
	input i_fast,
	input i_slow_0,  
	input i_slow_1,  
	input i_daclrck,
	input [15:0]  i_sram_data,
	output [15:0] o_dac_data,
	output [19:0] o_sram_addr,
   output play_en  
);
logic signed [15:0] o_data_r, o_data_w;  
logic signed [15:0] data_r, data_w;  
logic [19:0] address_r, address_w;
logic [3:0] counter_r, counter_w;  
logic signed [4:0] signed_speed;  
assign o_dac_data = (counter_r == 0)? i_sram_data : o_data_r;
assign o_sram_addr = address_r;
assign play_en = (address_r > 0);
assign signed_speed = {1'b0,i_speed};
always_comb begin
  o_data_w = o_data_r;
  data_w = data_r;
  address_w = address_r;
  counter_w = counter_r;
  if (i_start) begin
    if (i_fast) begin
      data_w = i_sram_data;
      address_w = address_r + i_speed;
      counter_w = 0;
    end else if (i_slow_0) begin
      o_data_w = data_r;
      data_w = (counter_r == 0)? i_sram_data : data_r;
      address_w = (counter_r == 0)? address_r + 1 : address_r;
      counter_w = (counter_r + 1 == i_speed)? 0 : counter_r + 1;
    end else if (i_slow_1) begin
      o_data_w = ($signed(counter_r)*$signed(i_sram_data) + (signed_speed-$signed(counter_r))*(data_r)) / signed_speed;
      data_w = (counter_r == 0)? i_sram_data : data_r;
      address_w = (counter_r == 0)? address_r + 1 : address_r;
      counter_w = (counter_r + 1 == i_speed)? 0 : counter_r + 1;
    end else begin  
      data_w = i_sram_data;
      address_w = address_r + 1;
      counter_w = 0;
    end
  end else if (i_pause) begin
  end else if (i_stop) begin
    o_data_w = 16'b0;
    data_w = 16'b0;
    address_w = 20'b0;
    counter_w = 4'b0;
  end else begin
  end
end
always_ff @(posedge i_daclrck or negedge i_rst_n) begin
  if (!i_rst_n) begin
    o_data_r <= 16'b0;
    data_r <= 16'b0;
    address_r <= 20'b0;
    counter_r <= 0;
  end else begin
    o_data_r <= o_data_w;
    data_r <= data_w;
    address_r <= address_w;
    counter_r <= counter_w;
  end
end
endmodule
==> results.toml <==
# generated from flow reports
[yosys]
ys_warn_count = 1
post-synth-top-count-cell = "sky130_fd_sc_hd__inv_1"
post_synth_num_cell_types = 103
mappedNetlistArea_um2 = 12600
yosys-top-cells-count = "sky130_fd_sc_hd__inv_1 (141), sky130_fd_sc_hd__nand2_1 (130), sky130_fd_sc_hd__nor2_1 (117)"
numSynthFlops = 56
synthArstFlopShare_pct = 100
top_cells_by_area = "sky130_fd_sc_hd__fa_1 (15%), sky130_fd_sc_hd__dfrtp_1 (11%), sky130_fd_sc_hd__ha_1 (11%)"
synth-seq-area-share_pct = 11.1
top_cell_area_share_pct = 15.4
yosysCellCount = 1560
synth-edff-count = 0
flip_flop_cell_with_the_highest_count_after_synthesis = "sky130_fd_sc_hd__dfrtp_1"
ys_area_um2 = 12600
synth_area_per_cell_um2 = 8.11
netlist_instances = 1560
post-synth-top-area-cell = "sky130_fd_sc_hd__fa_1"

[critical_path]
max_stage_delay_ns = 0.52
cp.buffers_inverters = 13
worst_r2r_path_depth = 162
rr_startpoint = "counter_r[1]"
critical_path_required_ns = 39.18
cp_slowest_cell = "sky130_fd_sc_hd__fa_1"
setup.worst_path.start_class = "input port"
reg2reg_to = "o_data_r[14]"
reg2reg_slack_ns = 8.19
worstSetupPathType = "in -> reg"
worstPathMaxFanout = 6
critPathMostFrequentCell = "sky130_fd_sc_hd__o21a_1"
crit_family = "AND-OR/OR-AND gates"
crit_arrival_ns = 37.94
kind_of_capture_point_of_the_worst_setup_path = "flip-flop"

[min_path]
hold_path_startpoint = "o_data_r[4]"
timing.hold.worst_path_depth = 2
hp-class = "reg -> reg"
worst_hold_path.endpoint = "o_data_r[4]"

[layout]
fillCellCount = 2018
layout.area.seq_um2 = 1400
area.combinational_um2 = 11700
drive_gt1_share_pct = 24.6
layoutNonFillerInstCount = 2095
area.growth.synth_to_final_pct = 28.4

[final_timing]
hold-worst-slack_ns = 0.503
final_min_period_over_clock_period_pct = 96.8
grt_setup_unrepaired = "true"
slew-limit-headroom_pct = 43.3
finalSetupViolCount = 0
fin_ws_ns = 1.24
final_max_slew_viol_count = 0
clock.fmax_mhz = 26.5
shortest_period_the_worst_path_allows_ns = 37.76
max_slew.worst_pin.slew_ns = 0.843
finalHoldViolations = 0
finalSetupTns_ns = 0
fin_skew_ns = 0.00620

[detailed_routing]
drt_first_iter_violations = 777
route.antenna.remaining_nets = 0
drt-vias-per-instance = 5.82
finalWirelength_um = 37900
met2RoutedLength_um = 17800
routed.top_layer = "met4"
drt-met1-wl_um = 17500
detail_route.antenna_diodes = 0
dr.pass1.iters = 5
total_number_of_vias = 12200
drt-wirelength-per-cell_um = 18.1
final_routed_drc_violation_total = 0
met3RoutedLength_um = 1920

[global_route]
grt_first_pass_wirelength_um = 60500
overall_global_routing_resource_usage_pct = 30.3
first_global_vias = 11300
grt_max_degree = 57
grt_overflow_total = 0
grt_antenna_before_repair = 0

[clock_network]
cts.path.max_buffers = 2
hold_buffers = 0
root_driver = "sky130_fd_sc_hd__clkbuf_16"
numClockSinks = 56
clkSlewWorstSetupHoldPaths_ns = 0.08
clkLatencyLatePin_ns = 0.30
cts_made_buffers = 5
htree_num_levels = 2
tritoncts = "done"

[floorplanning]
ports = 65
design.die.area_um2 = 25900
initial_core_util_pct = 51.5
fp.dieH_um = 161
placement_rows = 57
die_x_um = 161
core_area_um2 = 24500

[status]
outcome = "finished, final reports clean"

[placed_design]
detailedPlace.worstSlack_ns = -0.859
post-place-cells = 1996
place.gp.congestion = 0.962
dp_hpwl_um = 29400
buffer_ports.inserted = 64

[flow_run]
max_cap_violations = 0
warnings = 32
==> kinds of logic (layout without fill, tap and decap cells) <==
logic type	count (synthesis)	after routing	share of synthesized area (%)
mux	39	39	3.38
fa+ha+maj	208	208	26.3
flops	56	56	11.1
compound gates	389	389	22.1
buf+inv	185	396	5.56
xor+xnor	97	97	7.06
simple gates	586	586	24.5
==> how the worst max path moves through the flow <==
stage / startpoint / endpoint / cells after the start
finish: i_speed[0] / o_data_r[14] / 162
global route: i_speed[0] / o_data_r[14] / 169
CTS: i_speed[0] / o_data_r[14] / 167
==> worst register-to-register path: cells and delay by family, from the launching register on <==
kind                       cells  cell delay (ns)
and+or+nand+nor               51             9.23
xor gates and xnor gates       3             0.49
muxes                          6             1.95
adders and majority gates     24             7.40
DFF                            1             0.33
buffers and inverters         13             1.65
AOI/OAI and AO/OA             65             9.65
==> per-layer routing <==
metal | global-route usage [%] | up-vias
met5 | 0 | -
met4 | 5.10 | 0
met3 | 5.48 | 47
met2 | 48.7 | 318
met1 | 44.4 | 5851
li1 | - | 5972
==> what timing repair did <==
item | CTS | global route
pin swaps | 7 | 128
gates resized | 9 | 128
gates cloned | 0 | 1
setup buffers | 8 | 83
setup endpoints to repair | 11 | 16
hold endpoints to repair | 0 | 0
==> sequential cells by signal, summed over array words and instances, names as in the netlist <==
signal     flops
address_r     20
counter_r      4
data_r        16
o_data_r      16
==> cell usage in the layout (no fill, tap or decap), types with 36 or more instances in the layout <==
| cell type | instances |
|---|---|
| sky130_fd_sc_hd__nand3_1 | 45 |
| sky130_fd_sc_hd__and2_1 | 67 |
| sky130_fd_sc_hd__o21a_1 | 36 |
| sky130_fd_sc_hd__nand2_1 | 120 |
| sky130_fd_sc_hd__dfrtp_1 | 56 |
| sky130_fd_sc_hd__xnor2_1 | 59 |
| sky130_fd_sc_hd__nor3_1 | 40 |
| sky130_fd_sc_hd__nor2_1 | 100 |
| sky130_fd_sc_hd__ha_1 | 86 |
| sky130_fd_sc_hd__o21ai_0 | 55 |
| sky130_fd_sc_hd__clkdlybuf4s50_1 | 59 |
| sky130_fd_sc_hd__a21oi_1 | 43 |
| sky130_fd_sc_hd__buf_4 | 175 |
| sky130_fd_sc_hd__fa_1 | 92 |
| sky130_fd_sc_hd__inv_1 | 131 |
==> stage by stage <==
stage / cell area [um2] / util (%)
3_5_place_dp: 14800 / 60.2
5_1_grt: 16200 / 66.2
2_1_floorplan: 13300 / -
3_3_place_gp: 14800 / 60.2
4_1_cts: 15000 / 61.2
6_report: 16200 / 66.2
==> cell type report <==
cell class,count,share of cell area [%]
inverter,141,3.28
sequential,56,8.63
tap,324,2.50
multi-input combinational,1319,71.9
clock buffer,6,0.855
clock inverter,2,0.108
timing repair buffer,247,12.7
