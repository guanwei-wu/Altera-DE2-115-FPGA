==> flow/design.v <==
parameter RSA_BIT_MAX = 10'd512;
parameter RSA_BIT_LOG2_MAX = 4'd9;
module Rsa256Core (
	input          i_clk,
	input          i_rst,
	input          i_start,
	input  [255:0] i_a,  
	input  [255:0] i_d,  
	input  [255:0] i_n,
	output [255:0] o_a_pow_d,  
	output         o_finished
);
parameter S_IDLE = 2'd0;
parameter S_PREP = 2'd1;
parameter S_MONT = 2'd2;
parameter S_CALC = 2'd3;
logic [  1:0] state, state_nxt;
logic [  8:0] counter, counter_nxt;
logic [255:0] t, t_nxt, m, m_nxt;
logic [255:0] prep_output;
logic         prep_start;
logic         prep_finish;
logic [255:0] mont_output_m, mont_output_t;
logic         mont_start_m, mont_start_t;
logic         mont_finish_m, mont_finish_t;
RsaPrep M_Prep(
    .i_clk(i_clk),
    .i_rst(i_rst),
    .i_start(i_start),
    .i_keep(prep_start),
    .i_a({1'b1, {256{1'b0}}}),
    .i_b(i_a),
    .i_n(i_n),
    .o_prep(prep_output),
    .o_finish(prep_finish)
);
RsaMont M_Mont_m(
    .i_clk(i_clk),
    .i_rst(i_rst),
    .i_keep(mont_start_m),
    .i_state(state),
    .i_a(m),
    .i_b(t),
    .i_n(i_n),
    .o_mont(mont_output_m),
    .o_finish(mont_finish_m)
);
RsaMont M_Mont_t(
    .i_clk(i_clk),
    .i_rst(i_rst),
    .i_keep(mont_start_t),
    .i_state(state),
    .i_a(t),
    .i_b(t),
    .i_n(i_n),
    .o_mont(mont_output_t),
    .o_finish(mont_finish_t)
);
assign o_a_pow_d = m;
assign o_finished = counter[8];
always_comb begin
    if (i_start) begin
        state_nxt = S_PREP;
		  prep_start = 1;
        mont_start_m = 0;
        mont_start_t = 0;
        t_nxt = prep_finish ? prep_output : 0;
        m_nxt = 1;
        counter_nxt = 0;
    end
    else begin
        case(state)
            S_IDLE: begin
                state_nxt = i_start ? S_PREP : S_IDLE;
                prep_start = 0;
                mont_start_m = 0;
                mont_start_t = 0;
                t_nxt = 0;
                m_nxt = 0;
                counter_nxt = 0;
            end
            S_PREP: begin
                state_nxt = prep_finish ? S_MONT : S_PREP;
                prep_start = 1;
                mont_start_m = 0;
                mont_start_t = 0;
                t_nxt = prep_finish ? prep_output : 0;
                m_nxt = 1;
                counter_nxt = 0;
            end
            S_MONT: begin
                state_nxt = (mont_finish_m & mont_finish_t & !counter[8]) ? S_CALC : S_MONT;
                prep_start = 0;
                mont_start_m = i_d[counter] ? 1 : 0;
                mont_start_t = 1;
                t_nxt = mont_finish_t ? mont_output_t : t;
                m_nxt = (mont_finish_m & mont_start_m) ? mont_output_m : m;
                counter_nxt = counter;
            end
            S_CALC: begin
                state_nxt = (counter==8'b11111111) ? S_IDLE : S_MONT;
                prep_start = 0;
                mont_start_m = 0;
                mont_start_t = 0;
                t_nxt = t;
                m_nxt = m;
                counter_nxt = counter + 1;
            end
            default: begin
                state_nxt = S_IDLE;
                prep_start = 0;
                mont_start_m = 0;
                mont_start_t = 0;
                t_nxt = 0;
                m_nxt = 0;
                counter_nxt = 0;
            end
        endcase
    end
end
always_ff @(posedge i_clk or posedge i_rst) begin
    if (i_rst) begin
        state <= S_IDLE;
        counter <= 0;
        t <= 0;
        m <= 0;
    end
    else begin
        state <= state_nxt;
        counter <= counter_nxt;
        t <= t_nxt;
        m <= m_nxt;
    end
end
endmodule
module RsaPrep (
	input          i_clk,
	input          i_rst,
	input          i_start,
   input          i_keep,
	input  [256:0] i_a,
	input  [255:0] i_b,
	input  [255:0] i_n,
	output [255:0] o_prep,
	output         o_finish
);
logic [  8:0] counter, counter_nxt;
logic [256:0] t, t_nxt, m, m_nxt;
assign o_prep = i_keep ? m : 0;
assign o_finish = counter[8]&counter[0] ? 1 : 0;
always_comb begin
    if (i_start) begin
        t_nxt = i_b;
		  m_nxt = 0;
		  counter_nxt = 0;
    end
    else begin
        if (i_keep) begin
            counter_nxt = counter + 1;
            m_nxt = (i_a[counter]) ? ((m+t>=i_n) ? (m+t-i_n) : (m+t)) : (m);
            t_nxt = ((t<<1) > i_n) ? (t<<1)-i_n : (t<<1);
        end
        else begin
            counter_nxt = 0;
            m_nxt = 0;
            t_nxt = 0;
        end
    end
end
always_ff @(posedge i_clk or posedge i_rst) begin
    if (i_rst) begin
        counter <= 0;
        t <= 0;
        m <= 0;
    end
    else begin
        counter <= counter_nxt;
        t <= t_nxt;
        m <= m_nxt;
    end
end
endmodule
module RsaMont (
	input          i_clk,
	input          i_rst,
	input          i_keep,
    input  [  1:0] i_state,
	input  [255:0] i_a,
	input  [255:0] i_b,
	input  [255:0] i_n,
	output [255:0] o_mont,
	output         o_finish
);
logic [  8:0] counter, counter_nxt;
logic [257:0] m, m_nxt;
assign o_mont = (m>=i_n) ? (m-i_n) : m;
assign o_finish = counter[8] ? 1 : 0;
always_comb begin
    if(i_state == 2) begin
        counter_nxt = counter + 1;
    end
    else begin
        counter_nxt = 0;
    end
    if (i_keep) begin
        if (i_a[counter]) begin
            if ((m+i_b)%2) begin
                m_nxt = (m + i_b + i_n) >> 1;
            end
            else begin
                m_nxt = (m + i_b) >> 1;
            end
        end
        else begin
            if (m%2) begin
                m_nxt = (m + i_n) >> 1;
            end
            else begin
                m_nxt = m >> 1;
            end
        end
    end
    else begin
        m_nxt = 0;
    end
end
always_ff @(posedge i_clk or posedge i_rst) begin
    if (i_rst) begin
        counter <= 0;
        m <= 0;
    end
    else begin
        counter <= counter_nxt;
        m <= m_nxt;
    end
end
endmodule
module Rsa256Wrapper (
    input         avm_rst,
    input         avm_clk,
    output  [4:0] avm_address,
    output        avm_read,
    input  [31:0] avm_readdata,
    output        avm_write,
    output [31:0] avm_writedata,
    input         avm_waitrequest,
	 output [1:0] 	curr_state  
);
localparam RX_BASE     = 0*4;    
localparam TX_BASE     = 1*4;    
localparam STATUS_BASE = 2*4;    
localparam TX_OK_BIT   = 6;
localparam RX_OK_BIT   = 7;
localparam S_GET_KEY = 0;
localparam S_GET_DATA = 1;
localparam S_WAIT_CALCULATE = 2;
localparam S_SEND_DATA = 3;
logic [255:0] n_r, n_w, d_r, d_w, enc_r, enc_w, dec_r, dec_w;    
logic [1:0] state_r, state_w;    
logic [6:0] bytes_counter_r, bytes_counter_w;    
logic [4:0] avm_address_r, avm_address_w;    
logic avm_read_r, avm_read_w, avm_write_r, avm_write_w;  
logic rsa_start_r, rsa_start_w;  
logic rsa_finished;  
logic [255:0] rsa_dec;   
assign avm_address = avm_address_r;
assign avm_read = avm_read_r;
assign avm_write = avm_write_r;
assign avm_writedata = dec_r[247-:8];    
assign curr_state = state_r;
Rsa256Core rsa256_core(
    .i_clk(avm_clk),
    .i_rst(avm_rst),
    .i_start(rsa_start_r),
    .i_a(enc_r),
    .i_d(d_r),
    .i_n(n_r),
    .o_a_pow_d(rsa_dec),
    .o_finished(rsa_finished)
);
task StartRead;  
    input [4:0] addr;
    begin
        avm_read_w = 1;
        avm_write_w = 0;
        avm_address_w = addr;    
    end
endtask
task StartWrite;
    input [4:0] addr;
    begin
        avm_read_w = 0;
        avm_write_w = 1;
        avm_address_w = addr;
    end
endtask
always_comb begin
    avm_read_w = avm_read_r;
    avm_write_w = avm_write_r;
    avm_address_w = avm_address_r;
    n_w = n_r;
    d_w = d_r;
    enc_w = enc_r;
    rsa_start_w = rsa_start_r;
    dec_w = dec_r;
    bytes_counter_w = bytes_counter_r;
    state_w = state_r;  
    case (state_r)
        S_GET_KEY : begin
            if (!avm_waitrequest) begin
                case (avm_address_r)
                    STATUS_BASE : begin  
                        if (avm_readdata[RX_OK_BIT]) begin
                            StartRead(RX_BASE);
                        end
                    end
                    RX_BASE : begin      
                        if (bytes_counter_r < 7'd32) begin 
                            n_w = {n_r[247:0],avm_readdata[7:0]};    
                        end
                        else if (bytes_counter_r < 7'd64) begin
                            d_w = {d_r[247:0],avm_readdata[7:0]};
                        end
                        if (bytes_counter_r == 7'd63) begin
                            bytes_counter_w = 0;
                            state_w = S_GET_DATA;
                            enc_w = 0;
                            dec_w = 0;
                        end
                        else bytes_counter_w = bytes_counter_r + 1;
                        StartRead(STATUS_BASE);
                    end
                    default : begin
                    end
                endcase
            end
        end
        S_GET_DATA : begin
            if (!avm_waitrequest) begin
                case (avm_address_r)
                    STATUS_BASE : begin  
                        if (avm_readdata[RX_OK_BIT]) begin
                            StartRead(RX_BASE);
                        end
                    end
                    RX_BASE : begin
                        if (bytes_counter_r < 7'd32) begin  
                            enc_w = {enc_r[247:0],avm_readdata[7:0]};    
                        end
                        if (bytes_counter_r == 7'd31) begin
                            bytes_counter_w = 0;
                            state_w = S_WAIT_CALCULATE;
                            rsa_start_w = 1;
                        end
                        else bytes_counter_w = bytes_counter_r + 1;
                        StartRead(STATUS_BASE);
                    end
                    default : begin
                    end
                endcase
				end
        end
        S_WAIT_CALCULATE : begin
            rsa_start_w = 0;
            if (rsa_finished) begin
                dec_w = rsa_dec;
                state_w = S_SEND_DATA;
            end
        end
        S_SEND_DATA : begin
            if (!avm_waitrequest) begin
                case (avm_address_r)
                    STATUS_BASE : begin  
                        if (avm_readdata[TX_OK_BIT]) begin
                            StartWrite(TX_BASE);
                        end
                    end
                    TX_BASE : begin
                        if (bytes_counter_r < 7'd31) begin  
                            dec_w = {dec_r[247:0],dec_r[255:248]};
                        end
                        if (bytes_counter_r == 7'd30) begin
                            enc_w = 0;
                            bytes_counter_w = 0;
                            state_w = S_GET_DATA;
                        end
                        else bytes_counter_w = bytes_counter_r + 1;
                        StartRead(STATUS_BASE);
                    end
                    default : begin
                    end
                endcase
            end
        end
        default: begin
        end
    endcase
end
always_ff @(posedge avm_clk or posedge avm_rst) begin
    if (avm_rst) begin
        n_r <= 0;
        d_r <= 0;
        enc_r <= 0;
        dec_r <= 0;
        avm_address_r <= STATUS_BASE;
        avm_read_r <= 1;
        avm_write_r <= 0;
        state_r <= S_GET_KEY;
        bytes_counter_r <= 0;   
        rsa_start_r <= 0;
    end else begin
        n_r <= n_w;      
        d_r <= d_w;      
        enc_r <= enc_w;  
        dec_r <= dec_w;
        avm_address_r <= avm_address_w;
        avm_read_r <= avm_read_w;
        avm_write_r <= avm_write_w;
        state_r <= state_w;
        bytes_counter_r <= bytes_counter_w;
        rsa_start_r <= rsa_start_w;
    end
end
endmodule
==> flow/run.sh <==
#!/bin/bash
# OpenROAD 26Q1-2900-gdf79404cd8, Yosys 0.63+post, stock flow scripts
make -C /OpenROAD-flow-scripts/flow DESIGN_CONFIG=/design/flow/config.mk WORK_HOME=/design/flow/orfs finish
==> flow/config.mk <==
export PLATFORM = sky130hd
export DESIGN_NAME = Rsa256Wrapper
export DESIGN_NICKNAME = Rsa256Wrapper
export VERILOG_FILES = /design/flow/design.v
export SDC_FILE = /design/flow/constraint.sdc
export NUM_CORES = 4
export LEC_CHECK = 1
export CORE_UTILIZATION = 50
==> flow/constraint.sdc <==
current_design Rsa256Wrapper

set clk_period 60.9
set clk_io_pct 0.2

create_clock -name clk0 -period $clk_period [get_ports {avm_clk}]

set non_clock_inputs [all_inputs -no_clocks]
set_input_delay [expr $clk_period * $clk_io_pct] -clock clk0 $non_clock_inputs
set_output_delay [expr $clk_period * $clk_io_pct] -clock clk0 [all_outputs]
==> results.toml <==
# generated from flow reports
[yosys]
ys_types = 115
top_cell_area_share = 0.204
async_reset_ff_frac = 1.00
yosysTopAreaCell = "dfrtp_1"
ff_type = "dfrtp_1"
syn_inst = 45120
yosys_warnings = 4
common_cells = "a21oi_1 (6428), nand2_1 (5645), nor2_1 (4548)"
edf_count = 0
ys_chip_area_sq_um = 320000
yosysMostFrequentCell = "a21oi_1"
synthTopCellsByArea = "dfrtp_1 (20%), ha_1 (11%), a21oi_1 (10%)"
syn_avg_cell_area_sq_um = 7.09
ys_ff = 2617
syn_area_sq_um = 320000
ys_cells = 45120
ys_seq_share = 0.205

[grt]
grt_max_degree = 186
gr-total-overflow = 210
grt_usage = 0.547
grt_pass1_vias = 347247
grt_pass1_wl_um = 2450000

[floorplan]
die_h_um = 802
fp_util = 0.502
rows = 293
io_pins = 76
die_w_um = 802

[clock_network]
cts.path.max_buffers = 4
numCtsBuffers = 310
cts_sinks = 2617
cts_resized = 0
ctsHoldBuffers = 0
postCtsSetupRepairBufs = 0
htree_levels = 5
root_buffer = "clkbuf_16"

[place]
place.gp.congestion = 1.22
io_buffers = 24
dpl.hpwl_um = 1480000

[run_status]
stop_stage = "global routing"
status = "did not finish"
error = "[ERROR GRT-0116] Global routing finished with congestion. Check the congestion regions in the DRC Viewer."
[layer usage]
layer | global-route usage | GRT overflow
met2 | 0.618 | 44
met4 | 0.236 | 38
met5 | 0.253 | 10
met1 | 0.701 | 56
met3 | 0.463 | 62
[metrics by stage]
step / setup WS, ns / hold WS, ns / area, sq um / util / instances
floorplan: 12.33 / 0.437 / 320000 / - / 45146
global placement: 40.42 / 0.455 / 329000 / 0.517 / 51981
detailed placement: 40.32 / 0.462 / 329000 / 0.517 / 51981
CTS: 41.51 / 0.470 / 341000 / 0.535 / 52544
[cells by family after synthesis]
group                    Yosys count  synth area share
AND/OR/NAND/NOR                15167             0.212
adder cells (fa/ha/maj)         2838             0.111
flip-flops                      2617             0.205
AND-OR/OR-AND                  16688             0.313
buffers and inverters           4275            0.0515
multiplexers                     833            0.0334
other                              1         0.0000117
XOR/XNOR                        2701            0.0739
