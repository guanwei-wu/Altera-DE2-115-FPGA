==> flow/design.v <==
parameter RSA_BIT_MAX = 10'd512;
parameter RSA_BIT_LOG2_MAX = 4'd9;
module Top (
    input           i_clk,
    input           i_rst_n,
    input           i_start,
    output  [3:0]   o_random_out,
    output  [3:0]   o_memory_out
);
parameter   S_IDLE      = 2'b00;
parameter   S_RUN_RAND  = 2'b01;
parameter   S_CHANGE_T  = 2'b10;
logic   [1:0]   state, state_nxt;
logic   [27:0]  cnt_T, cnt_T_nxt;
logic   [27:0]  T_num, T_num_nxt;
logic   [4:0]   cnt_t, cnt_t_nxt;
logic   [4:0]   t_num, t_num_nxt;
logic   [31:0]  out, out_nxt;
logic   [3:0]   memory, memory_nxt;
logic           ini, ini_nxt;
assign  o_random_out    = out % 16;
assign  o_memory_out    = memory % 16;
always_comb begin
    if (i_start) begin
        state_nxt       = S_RUN_RAND;
        cnt_T_nxt       = 1;
        T_num_nxt       = 1 << 23;
        cnt_t_nxt       = 1;
        t_num_nxt       = 9;
        out_nxt         = ini ? 1 : (out * 16807) % (2147483647);
        memory_nxt      = ini ? 0 : out;
        ini_nxt         = 0;
    end
    else begin
        case (state)
            S_IDLE: begin
                state_nxt       = S_IDLE;
                cnt_T_nxt       = 0;
                T_num_nxt       = 0;
                cnt_t_nxt       = 0;
                t_num_nxt       = 0;
                out_nxt         = out;
                memory_nxt      = memory;
                ini_nxt         = ini;
            end
            S_RUN_RAND: begin
                if (cnt_T < T_num) begin
                    state_nxt       = S_RUN_RAND;
                    cnt_T_nxt       = cnt_T + 1;
                    T_num_nxt       = T_num;
                    cnt_t_nxt       = cnt_t;
                    t_num_nxt       = t_num;
                    out_nxt         = out;
                    memory_nxt      = memory;
                    ini_nxt         = ini;
                end
                else begin
                    state_nxt       = S_CHANGE_T;
                    cnt_T_nxt       = cnt_T;
                    T_num_nxt       = T_num;
                    cnt_t_nxt       = cnt_t;
                    t_num_nxt       = t_num;
                    out_nxt         = out;
                    memory_nxt      = memory;
                    ini_nxt         = ini;
                end
            end
            S_CHANGE_T: begin
                if (cnt_t < t_num) begin
                    state_nxt       = S_RUN_RAND;
                    cnt_T_nxt       = 1;
                    T_num_nxt       = T_num;
                    cnt_t_nxt       = cnt_t + 1;
                    t_num_nxt       = t_num;
                    out_nxt         = (out * 16807) % (2147483647);
                    memory_nxt      = memory;
                    ini_nxt         = ini;
                end
                else begin
                    if (t_num == 1) begin
                        state_nxt       = S_IDLE;
                        cnt_T_nxt       = 0;
                        T_num_nxt       = 0;
                        cnt_t_nxt       = 0;
                        t_num_nxt       = 0;
                        out_nxt         = (out * 16807) % (2147483647);
                        memory_nxt      = memory;
                        ini_nxt         = ini;
                    end
                    else begin
                        state_nxt       = S_RUN_RAND;
                        cnt_T_nxt       = 1;
                        T_num_nxt       = T_num << 1;
                        cnt_t_nxt       = 1;
                        t_num_nxt       = t_num >> 1;
                        out_nxt         = (out * 16807) % (2147483647);
                        memory_nxt      = memory;
                        ini_nxt         = ini;
                    end
                end
            end
            default: begin
                state_nxt       = S_IDLE;
                cnt_T_nxt       = 0;
                T_num_nxt       = 0;
                cnt_t_nxt       = 0;
                t_num_nxt       = 0;
                out_nxt         = out;
                memory_nxt      = memory;
                ini_nxt         = ini;
            end
        endcase
    end
end
always_ff @(posedge i_clk or negedge i_rst_n) begin
    if (!i_rst_n) begin
        state   <= S_IDLE;
        cnt_T   <= 0;
        T_num   <= 0;
        cnt_t   <= 0;
        t_num   <= 0;
        out     <= 0;
        memory  <= 0;
        ini     <= 1;
    end
    else begin
        state   <= state_nxt;
        cnt_T   <= cnt_T_nxt;
        T_num   <= T_num_nxt;
        cnt_t   <= cnt_t_nxt;
        t_num   <= t_num_nxt;
        out     <= out_nxt;
        memory  <= memory_nxt;
        ini     <= ini_nxt;
    end
end
endmodule
==> flow/run.sh <==
#!/bin/bash
# OpenROAD 26Q1-2900-gdf79404cd8, Yosys 0.63+post, stock flow scripts
make -C /OpenROAD-flow-scripts/flow DESIGN_CONFIG=/design/flow/config.mk WORK_HOME=/design/flow/orfs finish
==> flow/config.mk <==
export PLATFORM = sky130hd
export DESIGN_NAME = Top
export DESIGN_NICKNAME = Top
export VERILOG_FILES = /design/flow/design.v
export SDC_FILE = /design/flow/constraint.sdc
export NUM_CORES = 4
export LEC_CHECK = 1
export CORE_UTILIZATION = 50
==> flow/constraint.sdc <==
current_design Top

set clk_period 21.8
set clk_io_pct 0.2

create_clock -name clk0 -period $clk_period [get_ports {i_clk}]

set non_clock_inputs [all_inputs -no_clocks]
set_input_delay [expr $clk_period * $clk_io_pct] -clock clk0 $non_clock_inputs
set_output_delay [expr $clk_period * $clk_io_pct] -clock clk0 [all_outputs]
==> impl_metrics.tcl <==
# metrics dict for downstream scripts
set metrics [dict create \
    ys_seq_share_pct 17.81 \
    viasPerCell 5.410 \
    cts_root_buffer "clkbuf_16" \
    crit_buf_inv 6 \
    yosysMostFrequentCell "inv_1" \
    numClockSinks 78 \
    antenna_cells 0 \
    postCtsSetupRepairBufs 0 \
    maxCapViolations 0 \
    setup_violations 0 \
    final_cell_area_um2 11560 \
    yosys.area_share.simple_pct 14.84 \
    warning_count 27 \
    core_region_area_um2 21290 \
    maxSlewViolCount 0 \
    slowest_delay_ns 0.57 \
    cts.clk_slew.worst_paths_ns 0.06 \
    fp_util_pct 51.53 \
    worstMarginPinSlew_ns 0.7473 \
    fin_crit_ns 9.270 \
    synth_warnings 1 \
    ys_ff 78 \
    yosys_cells 1231 \
    crit_family "adder cells" \
    crit_top_cell "inv_1" \
    drive_above_1_share_pct 4.334 \
    cp_slowest_cell "dfrtp_1" \
    ys_types 82 \
    remaining_drc_errors 0 \
    fillCellCount 1949 \
    hold_path.class "flip-flop to flip-flop" \
    num_vias 8104 \
    clk_path_buf_depth 2 \
    synth.largest_area_cell "fa_1" \
    synth-adder-area-share_pct 37.39 \
    tritoncts "built" \
    grt_max_degree 52 \
    dieHeight_um 150.1 \
    grt_pass1_vias 8285 \
    tns_ns 0 \
    critical_path_required_ns 22.03 \
    post_cts_resized 0 \
    core.rowCount 53 \
    synth.top_cell.area_share_pct 20.63 \
    area_growth_syn_to_layout_pct 5.385 \
    start_kind "flip-flop" \
    grt_pass1_wl_um 42890 \
    die_area_um2 22530 \
    dpl.hpwl_um 20680 \
    io_buffers 10 \
    clkLatencyLatePin_ns 0.34 \
    synth.avg_cell_area_um2 8.910 \
    run_status "finished, final reports clean" \
    synthAoiAreaFrac_pct 12.26 \
    antenna_found_initial 0 \
    avgRoutedWirePerCell_um 16.78 \
    synthCells 1231 \
    post_dp_cell_area_um2 11260 \
    hold_violations 0 \
    grt_use_total_pct 25.83 \
    max_clock_freq_ghz 0.1079 \
    synth-edff-count 0 \
    path_max_fanout 15 \
    relSlewSlack_pct 50.06 \
    ios 11 \
    area_leaders "fa_1 (21%), dfrtp_1 (18%), ha_1 (17%), inv_1 (8.7%), xnor2_1 (3.6%)" \
    synthTopLogicFamily "adder cells" \
    netlist_area_um2 10970 \
    ff_type "dfrtp_1" \
    first_pass_iters 5 \
    hold_buffers 0 \
    yosys_area_um2 10970 \
    cts_max_level 3 \
    path_class "flip-flop to flip-flop" \
    grt_setup_unrepaired "no" \
    finalClockSkew_ns 0.009125 \
    drtAntennaViolNets 0 \
    drt_iter0_markers 378 \
    overflow 0 \
    worstSetupEndpointType "flip-flop" \
    top_cells_by_count "inv_1 (254), ha_1 (147), fa_1 (113), nand2_1 (95), dfrtp_1 (77)" \
    ys_sh_mux_pct 0.5590 \
    place_congestion 0.9694 \
    async_flop_share_pct 100.0 \
    wl_um 25140 \
    synth_xor_xnor_area_share_pct 6.559 \
    die_x_um 150.1 \
    arrival_ns 9.50 \
    fin_crit_sh_pct 42.52 \
    cts_made_buffers 9 \
]
==> worst reg2reg max path, delay by kind of cell (launching register included) <==
kind	cells	cell delay (ns)
compound gates	5	1.27
fa+ha+maj	8	3.54
simple gates	10	2.67
flops	1	0.57
mux	2	0.64
buf+inv	6	0.47
==> area by class of cell <==
| type | instances | area, µm² | share of cell area (%) |
|---|---|---|---|
| flip-flops and latches | 78 | 1953 | 16.90 |
| inverters | 254 | 953.4 | 8.249 |
| clock buffers | 10 | 239.0 | 2.068 |
| repair buffers | 17 | 150.1 | 1.299 |
| multi-input cells | 858 | 7858 | 67.98 |
| clock inverters | 6 | 61.31 | 0.5304 |
| well taps | 275 | 344.1 | 2.977 |
==> layer usage <==
metal / track usage (%) / part of all wire, % / up-vias
li1: - / - / 4030
met1: 40.31 / 48 / 3877
met2: 39.10 / 44 / 173
met3: 6.028 / 5.9 / 24
met4: 3.687 / 1.7 / 0
met5: 0 / 0 / -
==> path summary, 6_finish.rpt <==
kind,start,to,slack [ns],cells after the start
worst max register to register,out[11],out[1],12.53,31
min in group asynchronous,i_rst_n,t_num[2],3.93,1
worst min register to register,cnt_t[4],cnt_t[4],0.48,2
worst max-delay path,out[11],out[1],12.53,31
max in group asynchronous,i_rst_n,out[27],16.89,2
worst min-delay path,cnt_t[4],cnt_t[4],0.48,2
==> flip-flops by register name (all words and copies together) (netlist names) <==
name    cells
state       2
out        32
T_num       3
ini         1
t_num       3
cnt_t       5
cnt_T      28
memory      4
==> logic make-up (layout without fill, tap and decap cells) <==
group / count (synthesis) / in the layout
flip-flops: 78 / 78
buffers and inverters: 295 / 287
AND/OR/NAND/NOR: 317 / 317
multiplexers: 6 / 6
adder cells (fa/ha/maj): 260 / 260
XOR/XNOR: 80 / 80
AND-OR/OR-AND: 195 / 195
==> per-stage QoR <==
stage	worst slack, ns	utilization [%]	hold WS (ns)	cells
2_1_floorplan	13.75	-	0.4498	1231
3_3_place_gp	12.66	52.89	0.4792	1482
3_5_place_dp	12.61	52.89	0.4742	1482
4_1_cts	12.57	54.30	0.4883	1498
5_1_grt	11.89	54.30	0.5250	1498
6_report	12.53	54.30	0.4847	1498
==> placed cells by master (no fill, tap or decap), types with 34 or more instances in the layout <==
cell     synthesis  final
nand2_1         95     95
ha_1           147    147
xnor2_1         45     45
dfrtp_1         77     77
a21oi_1         41     41
xor2_1          34     34
inv_1          254    254
nor2_1          66     65
fa_1           113    113
o21ai_0         45     45
